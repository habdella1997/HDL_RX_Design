[./design.v]
module LFSRv2 (
    input clk, 
    input ce,
    input [15:0] initSeq,
    input rst,
    input en,
    output [15:0] dOut );
reg [15:0] lfsr; 
wire xored;
always @ (posedge clk) begin
    if(rst) begin 
        lfsr <= initSeq;
    end 
    else begin
        if(en) begin
            lfsr <= {lfsr[14:0], xored};
        end
        else begin      
            lfsr <= lfsr;
        end
    end
end
assign xored = lfsr[15] ^~ lfsr[14] ^~ lfsr[12] ^~ lfsr[3];  
assign dOut = lfsr;  
endmodule
[./run.sh]
#!/bin/bash
# OpenROAD 26Q1-2900-gdf79404cd8, Yosys 0.63+post, stock flow scripts
make -C /OpenROAD-flow-scripts/flow DESIGN_CONFIG=/design/flow/config.mk WORK_HOME=/design/flow/orfs finish
[./config.mk]
export PLATFORM = sky130hd
export DESIGN_NAME = LFSRv2
export DESIGN_NICKNAME = LFSRv2
export VERILOG_FILES = /design/flow/design.v
export SDC_FILE = /design/flow/constraint.sdc
export NUM_CORES = 4
export LEC_CHECK = 1
export CORE_AREA = 10 10 83 83
export DIE_AREA = 0 0 93 93
[./constraint.sdc]
current_design LFSRv2

set clk_period 1.8
set clk_io_pct 0.2

create_clock -name clk0 -period $clk_period [get_ports {clk}]

set non_clock_inputs [all_inputs -no_clocks]
set_input_delay [expr $clk_period * $clk_io_pct] -clock clk0 $non_clock_inputs
set_output_delay [expr $clk_period * $clk_io_pct] -clock clk0 [all_outputs]
==> summary.txt <==
yosys + openroad results -> status=finished clean, area of the mapped netlist=around 750 um2, Initial DRC Count=5, top flop regs=lfsr x16, GRT overflow=0, clock sink count=16, Placed Cells=144, OpenROAD warning count=26, Worst R2R Setup Slack=710 ps, Post-route DRC=0, largest net degree at the start of global routing=19, Site Rows=26, CTS tree=done, ANT cells=0, Worst Max-Slew Pin Slew=between 150 and 200 ps, wire per inst=around 12 um, CP Class=reg2out, Critical Path End Type=output port, drt first pass iters=2, Worst Path Required=between 1000 and 1500 ps, initial antenna violation count=0, crit path max fanout=3, vias=477, Die Size=0.00865 mm2, Routed Antenna Nets=0, WHS Path Cells=1, Unique cell types=10, Startpoint Class=register, yosys stat area=about 750 um2, Area leader share=64.2%, Top area cell types=edfxtp_1, mux2_4, mux2_2, buf_12, xnor2_1, Biggest register=lfsr, Worst Path Arrival=between 1000 and 1500 ps, Worst R2R Path Depth=3, Ys Warns=1, first-pass GRT wire length=2.95 mm, Root Buffer=clkbuf_8, Final Hold Viols=0, vias per cell=~3.2, M1 WL=a little under 800 um, crit-path cells=clkdlybuf4s50_1, # resized after CTS=0, setup TNS=0 ps, max reg flops=16, fp_density=around 15%, PwrDens=774 mW/mm2, worst skew pair latency=between 200 and 250 ps, # hold bufs at CTS=0, DP Wirelength=roughly 1.4 mm, fin worst setup slack=329 ps, vias in the first global route=roughly 550, Crit path max-delay family=buffers and inverters, VDD IR max=0.000346 V, Filler cells=between 500 and 600, Detailed Route WL=1.78 mm, leakage=about 0.00045 uW, core area=0.00514 mm2, postcts setup bufs=0, met3 routed WL=between 200 and 250 um, flops out of synthesis=16, GRT Total Usage=4.34%, Slew Viols, Final=0, worst min path class=reg2reg, CP peak stage delay=490 ps, hold endpoint=lfsr[11]$_DFFE_PP_, worst slack at placement=98.3 ps, clk slew on worst S/H paths=60 ps, Design Power=~960 uW, CTS Buf Count=3, crit path buf inv count=1, Max Used Layer=met4, Final Cycle Share=81.7%, area grow syn2layout=65.4%, Die H=approximately 93 um, number of port buffers=34, Commonest Layout Cell=clkdlybuf4s50_1, Avg Cell Area, Syn=roughly 19 um2, area leader, netlist=edfxtp_1, Syn Inst Count=39, FF-to-FF Start=lfsr[14]$_DFFE_PP_, fin cells=148, CTS Buffer Depth=2, headroom to the max-slew limit=88.1%, Max Clock Skew=~1.2 ps, ys cells=39, Finish-stage setup viols=0, htree depth=1, io pins=36, met2 wire length=between 700 and 800 um, most frequent cells in the layout=clkdlybuf4s50_1, edfxtp_1, mux2_2, min Tclk post-route=around 1500 ps, Crit-path slowest cell=clkdlybuf4s50_1, crit path from=lfsr[12]$_DFFE_PP_, fmax=just under 700 MHz, reg2reg end=lfsr[0]$_DFFE_PP_, hold path startpoint=lfsr[10]$_DFFE_PP_, Synth Seq Share=roughly 64%, layout cells sized above 1=roughly 27%, RSZ-0062 raised after global routing=no, die span in x=a little over 90 um, max-cap violations=0, Placer Congestion=around 0.73
-- final cells by class --
class	count	area (um2)	share of cell area, %
Clock buffer	3	41.3	3.34
Multi-Input combinational cell	21	236	19.1
Timing Repair Buffer	37	388	31.3
Clock inverter	1	3.75	0.303
Sequential cell	16	480	38.8
Tap cell	70	87.6	7.08
-- cell families (layout without fill, tap and decap cells) --
kind of cell | Yosys count | after routing | share of synthesized area [%]
buffers and inverters | 2 | 41 | 4.18
AND-OR/OR-AND | 1 | 1 | 0.668
AND/OR/NAND/NOR | 2 | 2 | 1.34
multiplexers | 15 | 15 | 26.1
flip-flops | 16 | 16 | 64.2
XOR/XNOR | 3 | 3 | 3.51
-- worst max path at each step --
| stage | endpoint | cells past startpoint |
|---|---|---|
| CTS | dOut[5] | 1 |
| global route | dOut[12] | 1 |
| finish | dOut[12] | 1 |
-- through the flow --
step / utilization (%) / cell area (um2) / hold WS (ps)
finish: 24.1 / 1240 / 583
global placement: 23.2 / 1190 / 565
global route: 24.1 / 1240 / 618
detailed placement: 23.2 / 1190 / 564
floorplan: - / 748 / 525
CTS: 24.1 / 1240 / 587
-- power breakdown --
part           leakage [uW]  switching (uW)  internal, uW
Clock             0.0000231             110           151
Combinational      0.000260            47.0           160
Sequential         0.000163            23.8           465
-- metal layers --
layer / up-vias / GRT usage [%]
met4: 0 / 0.386
li1: 226 / -
met3: 2 / 3.07
met1: 224 / 5.20
met2: 25 / 6.48
met5: - / 0
-- synth_stat cells --
cell type,n
or2_1,1
edfxtp_1,16
o21ai_1,1
xor2_1,1
buf_6,1
xnor2_1,2
nand2_1,1
buf_12,1
mux2_4,7
mux2_2,8
Power figures rest on the tool's default switching activity, not on a simulated workload.
