File: design.v
`timescale 1ns / 1ps
module bram #(
    parameter DATAWIDTH = 16,
    parameter PHASES    = 16,
    parameter INWIDTH   = DATAWIDTH * PHASES,
    parameter RAM_WIDTH = DATAWIDTH,
    parameter DELAY     = 32,   
    parameter RAM_DEPTH = DELAY
)(
    input clk_i,
    input rst_i,
    input [INWIDTH-1:0] data_in_re,
    input [INWIDTH-1:0] data_in_im,
    output reg [INWIDTH-1:0] data_out_re,
    output reg [INWIDTH-1:0] data_out_im
    );
    localparam integer ADDR_WIDTH = $clog2(RAM_DEPTH); 
    reg [ADDR_WIDTH : 0] write_addr;
    reg [ADDR_WIDTH : 0] read_addr;
    reg  mem_enable;
    genvar p;
    generate
      for (p = 0; p < PHASES; p=p+1) begin : phase_bank
        (* ram_style = "block" *) reg [DATAWIDTH-1:0] bram_re [0:RAM_DEPTH-1];
        (* ram_style = "block" *) reg [DATAWIDTH-1:0] bram_im [0:RAM_DEPTH-1];
        always @(posedge clk_i) begin
          if (mem_enable) begin
            bram_re[write_addr] <= data_in_re[(p+1)*DATAWIDTH-1 -: DATAWIDTH];
            bram_im[write_addr] <= data_in_im[(p+1)*DATAWIDTH-1 -: DATAWIDTH];
            data_out_re[(p+1)*DATAWIDTH-1 -: DATAWIDTH] <= bram_re[read_addr];
            data_out_im[(p+1)*DATAWIDTH-1 -: DATAWIDTH] <= bram_im[read_addr];
          end
        end
      end
    endgenerate
    always @ (posedge clk_i) begin
        if(rst_i)begin
            write_addr <= {(ADDR_WIDTH+1){1'b0}};
            read_addr  <=  1;
            mem_enable <= 1'b0;
        end else begin
            mem_enable <= 1'b1;
            write_addr <= (write_addr < RAM_DEPTH-1) ? write_addr + 1 : {(ADDR_WIDTH+1){1'b0}};
            read_addr  <= (read_addr  < RAM_DEPTH-1) ? read_addr  + 1 : {(ADDR_WIDTH+1){1'b0}};
        end
    end
endmodule
File: run.sh
#!/bin/bash
# OpenROAD 26Q1-2900-gdf79404cd8, Yosys 0.63+post, stock flow scripts
make -C /OpenROAD-flow-scripts/flow DESIGN_CONFIG=/design/flow/config.mk WORK_HOME=/design/flow/orfs finish
File: config.mk
export PLATFORM = sky130hd
export DESIGN_NAME = bram
export DESIGN_NICKNAME = bram
export VERILOG_FILES = /design/flow/design.v
export SDC_FILE = /design/flow/constraint.sdc
export NUM_CORES = 4
export LEC_CHECK = 1
export CORE_UTILIZATION = 40
export SYNTH_MEMORY_MAX_BITS = 65536
File: constraint.sdc
current_design bram

set clk_period 8655.5
set clk_io_pct 0.2

create_clock -name clk0 -period $clk_period [get_ports {clk_i}]

set non_clock_inputs [all_inputs -no_clocks]
set_input_delay [expr $clk_period * $clk_io_pct] -clock clk0 $non_clock_inputs
set_output_delay [expr $clk_period * $clk_io_pct] -clock clk0 [all_outputs]
==> summary.txt <==
yosys + openroad results -> Placement Rows 460, Cell Area, Synth 0.630 mm², Via density 5.86, Clock Tree Root clkbuf_16, Initial Utilization 40.1%, Yosys reg bits 16.9k, Slew Limit Fails 0, Hold Crit Class reg -> reg, clk slew on worst S/H paths 60 ps, r2r startpoint read_addr[0], Synthesis Warnings 1, reg2reg setup slack 8647560 ps, Top cell area share 80.6%, CP max FO 1, worst hold endpoint write_addr[2], post-detail-place hpwl 1070000 µm, Routed Antenna Nets 0, Cell area leaders edfxtp_1 (81%), mux4_2 (12%), mux2i_1 (2.5%), share of cells above drive strength 1 24.5%, status complete, no violations, total power 175 µW, Avg WL per Cell 36.7 µm, first-pass GRT wire length 2630000 µm, Seq share, synth 80.6%, Yosys cell types 40, post-route minimum period 1733350 ps, CP max-delay cell clkdlybuf4s50_1, PwrDens 0.241 mW/mm², initial antenna violation count 217, DR vias 306k, Late-Pin Clk Latency 1440 ps, hold_buf cts 0, YS chip area 0.630 mm², Synth area leader edfxtp_1, GPL Wtd Cong 0.830, H-tree Lvls 7, Die X 1260 µm, CTS max path bufs 6, crit path buf inv count 1, Max Cap Viol 0, Cells after DPL 48.9k, Post-synth EDFFs 16.9k, hold slack final 463 ps, CP Launch Type flop, max incr delay on CP 480 ps, hold_sp write_addr[5], global route overflow 0, Worst R2R Path Depth 13, Hold Vio Cnt, Final 0, peak supply drop 0.000214 mV, Final Non-Filler Cells 52.2k, Synth Flop Type edfxtp_1, Top Family by Delay on Critical Path buffers and inverters, worst path cell trace clkdlybuf4s50_1, core area 1.57 mm², Lkg Pwr 229 nW, pin count of the biggest net entering global routing 100, Avg Inst Size Synth 23.5 µm², end-of-flow core utilization 46.4%, final setup fails 0, Max-Slew Margin vs Limit 23.7%, data arrival time of the critical path 2250 ps, total track usage 26.6%, Synth top cell by count edfxtp_1, CTS tree done, Yosys Instances 26.8k, Post-Syn Instances 26.8k, die area 1.58 mm², Setup TNS 0 ps, Hold Path Cell Cnt 1, slew of the pin with the lowest slew margin 1140 ps, RSZ-0062 raised after global routing no, post-CTS setup buffers 0, reg-to-reg endpoint data_out_re[233], top cells by count, synth edfxtp_1 (16.9k), mux4_2 (3319), mux2i_1 (1554), initial drt markers 21.2k, die height 1260 µm, Detailed Route WL 1920000 µm, tool warnings 29, CP endpoint kind primary output, vias in the first global route 338k, Clock Skew 160 ps, number of buffers created by CTS 1735, CP Class reg -> out, IO Port Bufs 1025, Async SR Flop Fraction 0%, DRC 0, I/O pin count 1026, Resize count post-CTS 0, fin crit share 20.0%, CTS Sinks 16.9k, area added between synthesis and finish 15.6%, DRT Pass-1 Iters 5, crit path DRT 6924400 ps, f_max 0.577 MHz
## flip-flops by register name (all words and copies together), names as in the netlist
signal and count:
mem_enable 1, read_addr 6, phase_bank.bram_im 8192, write_addr 6
phase_bank.bram_re 8192, data_out_im 256, data_out_re 256
## final cells by class
cell class	count	area [µm²]
Sequential cell	16909	508000
Fill cell	124757	841000
Clock inverter	935	7700
Antenna cell	259	648
Multi-Input combinational cell	8319	115000
Inverter	7	33.8
Tap cell	20790	26000
Timing Repair Buffer	2895	25400
Clock buffer	2117	45300
## kinds of logic after synthesis
kind of cell    Yosys count  synth area share, %
flops                 16909                 80.6
mux                    4873                 14.3
compound gates         3341                 3.76
buf+inv                1550                 1.21
simple gates             95               0.0743
xor+xnor                  5              0.00695
fa+ha+maj                 5              0.00993
## placed cells by master, fill, tap and decap left out, drive strengths merged, types with 118 or more instances in the layout
cell type      synthesis  final
edfxtp             16896  16896
mux4                3319   3319
clkbuf               691   2117
buf                  852   1870
mux2i               1554   1554
clkdlybuf4s50          0   1025
a22oi                748    748
clkinv                 0    742
a21oi                730    730
o221ai               729    729
o22ai                590    590
a211oi               367    367
diode                  0    259
bufinv                 0    118
## report_power, final
part           internal [mW]  switching, mW  leakage [nW]
registers             0.0912       0.000221           153
clock network         0.0404         0.0303          25.9
logic                0.00495        0.00790          50.6
## layer usage
metal | vias up | global-route usage, % | share of wire [%]
li1 | 122795 | - | -
met1 | 152852 | 26.6 | 27
met2 | 26782 | 38.4 | 47
met3 | 3669 | 25.4 | 22
met4 | 182 | 8.75 | 4.1
met5 | - | 1.91 | 0.19
## worst max-delay path by stage
stage / start / endpoint / slack, ps / depth (start not counted)
CTS: data_out_im[181] / data_out_im[181] / 6922030 / 1
global route: data_out_re[163] / data_out_re[163] / 6922050 / 1
finish: data_out_im[181] / data_out_im[181] / 6922150 / 1
## per-stage QoR
step | area, µm² | worst slack (ps)
floorplan | 630000 | 6923960
global placement | 674000 | 6922980
detailed placement | 674000 | 6922900
CTS | 727000 | 6922030
global route | 728000 | 6922050
finish | 728000 | 6922150
Power figures rest on the tool's default switching activity, not on a simulated workload.
