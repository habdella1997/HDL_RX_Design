<file path="design/flow/design.v">
`timescale 1ns / 1ps
module maxDetector 
#(
    parameter DATAWIDTH     = 16,  
    parameter PHASES        = 16,  
    parameter PERIODICITY   = 16,  
    parameter INT_BITS      = 0,  
    parameter FRAC_BITS     = 15,  
    parameter ARRAY_SIZE    = (DATAWIDTH * PHASES) -1,
    parameter CLOCKWIDTH    = 4
 )
 (
    input signed [(DATAWIDTH*2)-1 :0] max_1_p,  
    input signed [(DATAWIDTH*2)-1 :0] max_2_p, 
    input [$clog2(PHASES)-1:0] idx_1_p,
    input [$clog2(PHASES)-1:0] idx_2_p,
    input [CLOCKWIDTH      :0] clk_1_p,
    input [CLOCKWIDTH      :0] clk_2_p,
    input signed [(DATAWIDTH*2)-1 :0] max_1_c,  
    input signed [(DATAWIDTH*2)-1 :0] max_2_c, 
    input [$clog2(PHASES)-1:0] idx_1_c,
    input [$clog2(PHASES)-1:0] idx_2_c,
    input [CLOCKWIDTH      :0] clk_1_c,
    input [CLOCKWIDTH      :0] clk_2_c,
    output reg signed  [(DATAWIDTH*2)-1 :0] max_1_o,  
    output reg signed [(DATAWIDTH*2)-1 :0] max_2_o, 
    output reg [$clog2(PHASES)-1:0] idx_1_o,
    output reg [$clog2(PHASES)-1:0] idx_2_o,
    output reg [CLOCKWIDTH      :0] clk_1_o,
    output reg [CLOCKWIDTH      :0] clk_2_o
    );
    always @(*) begin
        if(max_1_c > max_1_p) begin
            max_1_o = max_1_c;
            idx_1_o = idx_1_c;
            clk_1_o = clk_1_c;
            if(max_2_c > max_1_p) begin
                max_2_o = max_2_c;
                idx_2_o = idx_2_c;
                clk_2_o = clk_2_c;
            end else begin
                max_2_o = max_1_p;
                idx_2_o = idx_1_p;
                clk_2_o = clk_1_p;
            end
        end else if (max_1_c > max_2_p) begin
            max_2_o = max_1_c;
            idx_2_o = idx_1_c;
            clk_2_o = clk_1_c;
            max_1_o = max_1_p;
            idx_1_o = idx_1_p;
            clk_1_o = clk_1_p;
        end else begin
            max_2_o = max_2_p;
            idx_2_o = idx_2_p;
            clk_2_o = clk_2_p;
            max_1_o = max_1_p;
            idx_1_o = idx_1_p;
            clk_1_o = clk_1_p;
        end
    end
endmodule
</file>
<file path="design/flow/run.sh">
#!/bin/bash
# OpenROAD 26Q1-2900-gdf79404cd8, Yosys 0.63+post, stock flow scripts
make -C /OpenROAD-flow-scripts/flow DESIGN_CONFIG=/design/flow/config.mk WORK_HOME=/design/flow/orfs finish
</file>
<file path="design/flow/config.mk">
export PLATFORM = sky130hd
export DESIGN_NAME = maxDetector
export DESIGN_NICKNAME = maxDetector
export VERILOG_FILES = /design/flow/design.v
export SDC_FILE = /design/flow/constraint.sdc
export NUM_CORES = 4
export LEC_CHECK = 1
export CORE_UTILIZATION = 30
</file>
<file path="design/flow/constraint.sdc">
current_design maxDetector

set clk_period 10.9
set clk_io_pct 0.2

create_clock -name clk0 -period $clk_period

set non_clock_inputs [all_inputs -no_clocks]
set_input_delay [expr $clk_period * $clk_io_pct] -clock clk0 $non_clock_inputs
set_output_delay [expr $clk_period * $clk_io_pct] -clock clk0 [all_outputs]
</file>
==> results.txt <==
Routed WL = 14,900 um
sequential cells = 0
Crit. End Element = output pin
Tool Warnings = 32
most numerous logic cell after layout = sky130_fd_sc_hd__clkdlybuf4s50_1
horizontal extent of the die = 116 um
result of the run = complete, no violations
initial antenna violation count = 0
yosys aoi share = 28.4%
Die Size = 13,500 um2
worst slack after detailed placement = 2.70 ns
DRC violation count after routing = 0
Max stage delay on crit path = 0.60 ns
global-route wire length before repair = 22,900 um
worst hold path type = input port to output pin
MaxCap Viol Count = 0
final max-slew violation count = 0
cell type with the largest total area after synthesis = sky130_fd_sc_hd__ha_1
number of top-level design ports = 246
DPL Wire Length = 12,600 um
Syn. warnings = 1
iteration tally of the first detailed-router pass = 5
critical path class = input port to output pin
critical path startpoint category = input port
total via count after detailed routing = 4,946
setup repair after global routing missed its margin = no
remaining antenna violation count = 0
critical path arrival = 6.02 ns
cell mode on critical path = sky130_fd_sc_hd__clkdlybuf4s50_1
Vias per Instance = 5.09
share of Yosys cell area claimed by the top area cell type = 30.6%
Synth Area in Adders = 30.6%
antenna diode instance count = 0
final weighted congestion in routability-driven placement = 0.849
FP Util = 31.0%
parity-gate share of the synthesized area counting xor and xnor cells = 0%
post-synthesis instance area = 3930 um2
number of instances in the synthesized netlist = 578
mean post-synth cell area = 6.79 um2
Placement Rows = 41
vias in the first global route = 4,615
share of final-layout standard cells stronger than drive strength 1 = 1.25%
DP Area = 6530 um2
Seq. cell area = 0 um2
Setup TNS = 0 ns
Global Route Usage Sum = 21.2%
top area cells in the synthesized netlist = sky130_fd_sc_hd__ha_1 31%, sky130_fd_sc_hd__mux2i_1 10%, sky130_fd_sc_hd__a21oi_1 9.8%
count of distinct cell types in the synthesized netlist = 35
total power per unit cell area = 59.0 nW/um2
Starting DRT DRC Count = 207
maximum achievable frequency = 0.122 GHz
share of the cycle needed by the critical path after routing = 75.2%
Post-Route Hold Slack = 5.29 ns
post-route setup slack = 2.70 ns
largest net degree at the start of global routing = 81
WP data required = 8.72 ns
area fraction in and, or, nand and nor cells after synthesis = 17.7%
final hold violation count = 0
I/O Buffers = 246
WL per Instance = 15.3 um
number of cell instances after yosys synthesis = 578
tightest slew margin relative to the limit = 52.5%
Final min period = 8.20 ns
summed standard-cell area reported by yosys = 3930 um2
Max IR drop VDD = 23.8 uV
final design area excluding fillers = 6530 um2
power consumption = 0.385 mW
Post-synth seq share = 0%
Cell Chain, Critical Path = clkdlybuf4s50_1, inv_1, ha_1, and3_1, nand4_1, nor4_2, o22a_1, nor4_1, a221oi_4, buf_4, a21oi_1, a22oi_1, clkdlybuf4s50_1
Chip Height = 116 um
Slowest cell on crit path = sky130_fd_sc_hd__buf_4
area added between synthesis and finish = 66.4%
mux cell area share after synthesis = 13.3%
post-CTS setup-driven buffer insertion count = 0
Leak Pwr = 3.16 nW
top library cells by usage in the layout, fill and taps aside = 246 x sky130_fd_sc_hd__clkdlybuf4s50_1, 96 x sky130_fd_sc_hd__ha_1, 91 x sky130_fd_sc_hd__nand2_1
biggest fanout along the worst timing path = 80
clk_buf instances = 0
Top non-seq family = adder cells
measured slew at the worst slew-check pin = 0.713 ns
cell resize tally after clock tree synthesis = 0
residual overflow from global routing = 0
floorplan core area = 12,700 um2
Hold-fix buffers, CTS = 0
endpoints failing setup = 0
## final timing paths
check	start	end	slack [ns]	cells after the start
worst max-delay path	max_1_p[30]	max_2_o[16]	2.70	13
worst min-delay path	clk_2_p[3]	clk_2_o[3]	5.29	4
## through the flow
step | cells | utilization [%]
after floorplan | 578 | -
after CTS | 972 | 51.6
final | 972 | 51.6
after detailed placement | 972 | 51.6
after global routing | 972 | 51.6
after global placement | 972 | 51.6
## power breakdown
group / internal, mW / switching (mW)
sequential: 0 / 0
clock: 0 / 0
combinational: 0.224 / 0.161
## layer usage
layer | global-route usage, % | share of wire [%] | wire [um]
met1 | 30.1 | 47 | 7000
met2 | 36.3 | 48 | 7110
met3 | 2.38 | 5.2 | 769
met4 | 0.513 | 0.18 | 27
met5 | 0 | 0 | 0
## cell type report
cell class	instances	area, um2
Fill cell	1183	6140
Multi-Input combinational cell	481	3560
Timing Repair Buffer	251	2500
Inverter	68	255
Tap cell	172	215
## worst max-delay path: cells and delay by family
family | cells | cell delay [ns]
AND-OR/OR-AND | 4 | 0.82
adder cells (fa/ha/maj) | 1 | 0.30
buffers and inverters | 4 | 1.67
AND/OR/NAND/NOR | 4 | 1.01
## cell families after synthesis
family	Yosys count
AND-OR/OR-AND	185
AND/OR/NAND/NOR	149
buffers and inverters	97
adder cells (fa/ha/maj)	96
multiplexers	51
## synth_stat cells, types with 3 or more instances
master                     count
sky130_fd_sc_hd__nand4_1      20
sky130_fd_sc_hd__o211ai_1      4
sky130_fd_sc_hd__nor4_1        4
sky130_fd_sc_hd__nor2b_1       4
sky130_fd_sc_hd__mux2_1       10
sky130_fd_sc_hd__o21ai_1      17
sky130_fd_sc_hd__a221oi_1      3
sky130_fd_sc_hd__nor3_1        5
sky130_fd_sc_hd__o21ai_0      24
sky130_fd_sc_hd__a22oi_1      42
sky130_fd_sc_hd__or3_1         3
sky130_fd_sc_hd__a211oi_1      4
sky130_fd_sc_hd__clkbuf_1     12
sky130_fd_sc_hd__mux2i_1      41
sky130_fd_sc_hd__nand3_1       9
sky130_fd_sc_hd__nor2_1        4
sky130_fd_sc_hd__a21o_1        8
sky130_fd_sc_hd__buf_2        14
sky130_fd_sc_hd__nand2_1      91
sky130_fd_sc_hd__inv_1        68
sky130_fd_sc_hd__buf_4         3
sky130_fd_sc_hd__ha_1         96
sky130_fd_sc_hd__a21oi_1      77
Power and IR drop assume default switching activity.
